===== design.v =====
module ram_new (clk_write, address_write,
  data_write, write_enable,
  clk_read, address_read, data_read);
  parameter D_WIDTH = 16;
  parameter A_WIDTH = 4;
  parameter A_MAX = 16;
  input                clk_write;
  input  [A_WIDTH-1:0] address_write;
  input  [D_WIDTH-1:0] data_write;
  input                write_enable;
  input                clk_read;
  input  [A_WIDTH-1:0] address_read;
  output [D_WIDTH-1:0] data_read;
  reg    [D_WIDTH-1:0] data_read;
  reg [D_WIDTH-1:0] memory [A_MAX-1:0];
  always @(posedge clk_write) begin
    if (write_enable) begin
      memory[address_write] <= data_write;
    end
  end
  always @(posedge clk_read) begin
    data_read <= memory[address_read];
  end
endmodule
module test();
  reg        clk_write;
  reg  [4:0] address_write;
  reg  [7:0] data_write;
  reg        write_enable;
  reg        clk_read;
  reg  [4:0] address_read;
  wire [7:0] data_read;
  ram_new #(8, 5, 32) RAM (
    .clk_write(clk_write),
    .address_write(address_write),
    .data_write(data_write),
    .write_enable(write_enable),
    .clk_read(clk_read),
    .address_read(address_read),
    .data_read(data_read));
  initial begin
    $dumpfile("dump.vcd");
    $dumpvars(1, test);
    clk_write = 0;
    clk_read = 0;
    write_enable = 0;
    address_read = 5'h1B;
    address_write = address_read;
    $display("Read initial data.");
    toggle_clk_read;
    $display("data[%0h]: %0h",
      address_read, data_read);
    $display("Write new data.");
    write_enable = 1;
    data_write = 8'hC5;
    toggle_clk_write;
    write_enable = 0;
    $display("Read new data.");
    toggle_clk_read;
    $display("data[%0h]: %0h",
      address_read, data_read);
  end
  task toggle_clk_write;
    begin
      #10 clk_write = ~clk_write;
      #10 clk_write = ~clk_write;
    end
  endtask
  task toggle_clk_read;
    begin
      #10 clk_read = ~clk_read;
      #10 clk_read = ~clk_read;
    end
  endtask
endmodule

===== run.sh =====
#!/bin/bash
# OpenROAD 26Q1-2900-gdf79404cd8, Yosys 0.63+post, stock flow scripts
make -C /OpenROAD-flow-scripts/flow DESIGN_CONFIG=/design/flow/config.mk WORK_HOME=/design/flow/orfs finish

===== config.mk =====
export PLATFORM = sky130hd
export DESIGN_NAME = ram_new
export DESIGN_NICKNAME = ram_new
export VERILOG_FILES = /design/flow/design.v
export SDC_FILE = /design/flow/constraint.sdc
export NUM_CORES = 4
export LEC_CHECK = 1
export CORE_UTILIZATION = 30

===== constraint.sdc =====
current_design ram_new

set clk_period 2.1
set clk_io_pct 0.2

create_clock -name clk0 -period $clk_period [get_ports {clk_read}]
create_clock -name clk1 -period $clk_period [get_ports {clk_write}]

set non_clock_inputs [all_inputs -no_clocks]
set_input_delay [expr $clk_period * $clk_io_pct] -clock clk0 $non_clock_inputs
set_output_delay [expr $clk_period * $clk_io_pct] -clock clk0 [all_outputs]

==> flow_summary_export.csv <==
group,metric,value,unit
status,status,"finished clean",
global_route,grt_pass1_wl,30800,um
pwr,p_int,9350,uW
cts,cts.sinks,272,
drt,num_vias,4605,
synth,ys_seq_frac,0.797,
setup_path,regToRegEndpoint,"data_read[0]$_DFF_P_",
synth,synthFlopType,"edfxtp_1",
cts,post_cts_resized,0,
pwr,irDropWorstVdd,498,uV
synth,ys_types,19,
drt,avgViaCountPerCell,4.65,
synth,area_leaders,"edfxtp_1 77%, mux4_2 12%, dfxtp_1 3.2%",
drt,drc,0,
synth,postSynthCellCount,432,
drt,wl_per_cell,20.6,um
global_route,grt_use_total,0.135,
cells_and_area,area_delta_synth_final,22.8,%
synth,async_flop_share,0,
synth,synth-edff-count,256,
flow_run,maxCapViolations,0,
placement,postPlaceCellArea,11400,sq um
final_timing,setup_viol,0,
floorplanning,die_h,185,um
placement,dp_hpwl,12900,um
flow_run,warning_count,26,
pwr,power.switching,2300,uW
synth,synth_top_area_share,0.765,
cells_and_area,fillers,2947,
synth,yosys_warnings,1,
final_timing,hold_violations,0,
global_route,gr-total-overflow,0,
synth,syn_area,10000,sq um
final_timing,finalSetupTns,0,ns
global_route,grt_pass1_vias,5176,
cells_and_area,final_cell_mix,"256 x edfxtp_1, 54 x mux4_2, 39 x clkdlybuf4s50_1",
pwr,p_comb_frac,0.054,
setup_path,worstSetupPathType,"reg2reg",
setup_path,endpoint,"data_read[0]$_DFF_P_",
pwr,p_leak,0.00395,uW
drt,first_pass_iters,5,
setup_path,r2r_cells,3,
floorplanning,io_pins,43,
setup_path,cp-start-kind,"register",
placement,gp_congestion,0.770,
pwr,clkPwrFrac,0.422,
setup_path,required,2.24,ns
cts,cts_tree,"done",
pwr,seqPwrFrac,0.525,
floorplanning,core-area,32700,sq um
cells_and_area,drive_gt1_frac,0.279,
setup_path,end_kind,"register",
setup_path,reg2reg_from,"memory[1][0]$_DFFE_PP_",
placement,portBuffers,41,
pwr,p_sw_frac,0.197,
floorplanning,die_x,185,um
setup_path,crit_start,"memory[1][0]$_DFFE_PP_",
pwr,power_density,944,nW/um^2
final_timing,maxSlewHeadroom,0.470,
synth,synth_top_cell_by_area,"edfxtp_1",
cts,clk_pin_slew,0.06,ns
synth,yosysChipArea,10000,sq um
floorplanning,chipArea,34200,sq um
cts,cts_hold_buffers,0,
synth,yosys-stat-cells,432,
setup_path,cp.arrival,1.87,ns
min_path,hp-class,"in2reg",
drt,drtAntennaViolNets,0,
final_timing,slew_violations,0,
global_route,grt_max_degree,40,
drt,drt-initial-drc-count,292,
floorplanning,initCoreUtil,0.307,
final_timing,worstMarginPinSlew,0.795,ns
cts,cts_setup_buffers,0,
final_timing,rsz0062_at_grt,"false",
synth,avgSynthCellArea,23.2,sq um
setup_path,crit_path_max_fanout,1,
cells_and_area,lay_top_count,"edfxtp_1",
global_route,antenna_found_initial,0,
setup_path,r2r_slack,0.36,ns
drt,n_antenna_cell,0,
cells_and_area,final_area,12300,sq um
drt,detail_route.wirelength,20400,um
floorplanning,fp-row-count,66,
synth,ys.flops,272,
==> registers in the layout, summed over array words and instances, names as in the netlist <==
name and cells:
memory 256, data_read 16
==> area by class of cell <==
class,count,area [sq um],share of cell area
flip-flops and latches,272,8010,0.649
multi-input cells,139,1950,0.158
repair buffers,85,896,0.0726
clock buffers,40,777,0.0630
well taps,442,553,0.0448
clock inverters,12,154,0.0125
==> cell families after synthesis <==
kind of cell,after synthesis,share of synthesized area
DFF,272,0.797
muxes,64,0.147
and+or+nand+nor,43,0.0192
AOI/OAI and AO/OA,32,0.0239
buffers and inverters,21,0.0123
==> layer usage <==
metal	track usage	routed length [um]
met1	0.177	7820
met2	0.190	9080
met3	0.0982	3110
met4	0.0205	363
met5	0.00741	28
==> stage by stage <==
stage / cells / util / setup WS (ns) / power (uW) / hold WS (ns)
after floorplan: 432 / - / 0.00284 / 6490 / 0.519
after global placement: 938 / 0.349 / -0.00929 / 6850 / 0.669
after detailed placement: 938 / 0.349 / -0.00827 / 6860 / 0.673
after CTS: 990 / 0.377 / 0.350 / 11800 / 0.843
after global routing: 990 / 0.377 / 0.224 / 12100 / 0.883
final: 990 / 0.377 / 0.363 / 11600 / 0.857
==> how the worst min path moves through the flow <==
stage | from | endpoint | slack (ns) | cells past startpoint
5_1_grt | address_read[1] | data_read[3]$_DFF_P_ | 0.88 | 5
6_report | address_read[1] | data_read[3]$_DFF_P_ | 0.86 | 5
4_1_cts | data_write[10] | memory[1][10]$_DFFE_PP_ | 0.84 | 1
==> critical path: stages (launching register included) <==
cell	delay (ns)
edfxtp_1	0.35
mux4_1	0.53
a22oi_1	0.36
nand2_1	0.12
==> cell usage after synthesis, types with 2 or more instances <==
cell / n
nor2b_1: 2
nand2b_1: 2
mux4_2: 54
buf_2: 3
buf_1: 3
nor2_1: 13
clkbuf_1: 8
edfxtp_1: 256
mux4_1: 10
dfxtp_1: 16
buf_6: 4
a22oi_1: 32
buf_4: 3
nand2_1: 17
nand3b_1: 2
nor3_1: 4
==> power by group through the flow <==
stage | clock, uW | sequential (uW) | combinational (uW)
4_1_cts | 5040 | 6120 | 635
5_1_grt | 5260 | 6130 | 684
6_report | 4910 | 6110 | 624
Power figures rest on the tool's default switching activity, not on a simulated workload.
